**flow/design.v**
```verilog
module alu(A, B, opcode, funct3, funct7, result);
    input [31:0] A; 
    input [31:0] B; 
    input [6:0] opcode;
    input [2:0] funct3;
    input [6:0] funct7;
    output reg [31:0] result;
    wire [31:0] sign_extend = {32{A[31]}};
    wire signed [31:0] A_s, B_s;
    assign A_s = A; assign B_s = B;
    always @ (*) begin
        if (opcode == 7'b0110111) result = B;  
        else if (opcode == 7'b0010111) result = A + B;  
        else if (opcode == 7'b0000011) result = A + B;  
        else if (opcode == 7'b0100011) result = A + B;  
        else if (opcode == 7'b1100011) result = A + B;  
        else if (opcode == 7'b1101111) result = A + B;  
        else if (opcode == 7'b1100111) result = A + B;  
        else begin
            case (funct3) 
            3'h0: result = (funct7 == 7'h20) ? A - B : A + B;
            3'h4: result = A ^ B;
            3'h6: result = A | B;
            3'h7: result = A & B;
            3'h1: result = A << B[4:0];
            3'h5: result = (funct7 == 7'h20) ? (sign_extend << (32-B[4:0])) | (A >> B[4:0]) : (A >> B[4:0]);
            3'h2: result = (A_s < B_s) ? 1 : 0;
            3'h3: result = (A < B) ? 1 : 0;
            default: result = 32'hDEADBEEF;
            endcase
        end
    end
endmodule
```
**flow/run.sh**
```bash
#!/bin/bash
# OpenROAD 26Q1-2900-gdf79404cd8, Yosys 0.63+post, stock flow scripts
make -C /OpenROAD-flow-scripts/flow DESIGN_CONFIG=/design/flow/config.mk WORK_HOME=/design/flow/orfs finish
```
**flow/config.mk**
```make
export PLATFORM = sky130hd
export DESIGN_NAME = alu
export DESIGN_NICKNAME = alu
export VERILOG_FILES = /design/flow/design.v
export SDC_FILE = /design/flow/constraint.sdc
export NUM_CORES = 4
export LEC_CHECK = 1
export CORE_UTILIZATION = 40
```
**flow/constraint.sdc**
```tcl
current_design alu

set clk_period 17.2
set clk_io_pct 0.2

create_clock -name clk0 -period $clk_period

set non_clock_inputs [all_inputs -no_clocks]
set_input_delay [expr $clk_period * $clk_io_pct] -clock clk0 $non_clock_inputs
set_output_delay [expr $clk_period * $clk_io_pct] -clock clk0 [all_outputs]
```
==> reports/metrics.yaml <==
power_and_ir_drop:
  peakVddDrop_v: 0.00001432
  p_leak_uw: 0.004303
  p_per_area_nw_per_um2: 36.32
global_route:
  antenna_found_initial: 1
  overflow: 0
  grt_pass1_vias: 10900
  grt_max_degree: 69
  grt_first_pass_wirelength_um: 69990
  track_usage_pct: 39.19
clock_tree:
  post_cts_resize_count: 0
  post-cts-setup-buffers: 0
  ctsHoldBuffers: 0
timing:
  finalCriticalPeriod_ns: 11.45
  fin_crit_sh_pct: 66.59
  slew_viol_final: 0
  rsz0062_at_grt: "no"
  slew_headroom_pct: 43.13
  fmax_ghz: 0.08730
  worst_pin_slew_ns: 0.8531
  report.final.setup_viol: 0
  tns_ns: 0
  finalHoldViolCount: 0
place:
  hpwl_um: 37720
  port-buffer-count: 113
  dpl.cell_count: 1813
  globalplace.congestion: 1.068
worst_setup_path:
  slowest_delay_ns: 0.55
  path_delay_family: "AND-OR/OR-AND gates"
  cpMostUsedCell: "o21ai_0"
  start_kind: "primary input"
  crit_chain: "buf_2 -> buf_4 -> inv_2 -> buf_4 -> ha_1 -> o21ai_0 -> o21bai_1 -> nand4_1 -> a21o_1 -> o21ai_0 -> nand2_1 -> o21ai_0 -> xnor2_1 -> nor2_1 -> o41ai_1 -> clkdlybuf4s50_1"
  crit_buf_inv: 5
  crit_slowest_cell: "ha_1"
  crit_fanout: 56
  required_ns: 13.76
  arrival_ns: 8.01
  cp-end-kind: "output port"
  worstSetupPathType: "primary input to output port"
synth:
  synthTopCellsByCount: "nor2_1 (173), o21ai_0 (148), a21oi_1 (147)"
  syn_area_per_cell_um2: 6.523
  syn_area_um2: 9575
  ys_area_um2: 9575
  synth_stat.cells: 1468
  most_common_cell: "nor2_1"
  top_cell_area_share_pct: 12.81
  yosys_warnings: 1
  top_area_cell: "ha_1"
  syn_inst: 1468
  synthTopCellsByArea: "ha_1 (13%), mux4_2 (8.0%), o21ai_0 (7.7%)"
  ys_seq_share_pct: 0
  yosys.cell_types.count: 88
worst_hold_path:
  hp-start: "B[0]"
  hp-class: "primary input to output port"
  whs_endpoint: "result[0]"
  hold_depth: 4
drt:
  antenna_left: 0
  drt-initial-drc-count: 1126
  n_antenna_cell: 0
  vias: 11880
  drc: 0
  avgRoutedWirePerCell_um: 26.07
  vias_per_cell: 6.554
  dr.pass1.iters: 7
  wirelength_um: 47270
layout:
  drive_gt1_share_pct: 7.497
  num-fill-cells: 2499
  final_util_pct: 46.14
  flops: 0
  flop_area_um2: 0
  syn2layout_area_growth_pct: 13.09
  instances_no_fill: 1813
  num-clock-buffers: 0
floorplan:
  chipHeight_um: 156.7
  floorplan.core_util_pct: 40.79
  coreArea_um2: 23470
  die_w_um: 156.7
  fp-row-count: 56
  dieArea_um2: 24560
  pin_count: 113
run_status:
  status: "finished, final reports clean"
run:
  drv_cap: 0
  warnings: 97
==> logic make-up after synthesis <==
kind of cell / count (synthesis) / share of synthesized area (%)
compound gates: 557 / 38.35
simple gates: 460 / 21.48
buf+inv: 219 / 9.081
fa+ha+maj: 100 / 13.22
mux: 90 / 14.02
xor+xnor: 42 / 3.842
==> cells in the final DEF, fill, tap and decap left out, drive strengths merged, types with 11 or more instances in the layout <==
| cell | n |
|---|---|
| inv | 98 |
| o221ai | 25 |
| o31ai | 18 |
| xnor2 | 37 |
| mux4 | 34 |
| o21ai | 154 |
| mux2i | 46 |
| o21bai | 11 |
| nor4 | 13 |
| ha | 98 |
| nor3 | 36 |
| nand2b | 15 |
| a211oi | 21 |
| clkdlybuf4s50 | 108 |
| nor2 | 174 |
| a31oi | 24 |
| a22oi | 17 |
| a21oi | 147 |
| nand3 | 23 |
| buf | 35 |
| a221oi | 20 |
| a21o | 12 |
| nand2 | 146 |
| o211ai | 27 |
==> worst max path at each step <==
stage	slack, ns	startpoint	end	cells past startpoint
finish	5.75	B[2]	result[23]	16
CTS	5.87	B[2]	result[23]	16
global route	5.46	B[2]	result[23]	16
==> stage by stage <==
stage	hold WS (ns)	setup slack (ns)	total power (µW)	instance area, µm²
after global placement	7.840	5.872	385.5	10830
after global routing	7.905	5.463	421.6	10830
after floorplan	6.932	6.924	236.2	9575
final	7.821	5.746	393.3	10830
after CTS	7.835	5.867	383.3	10830
after detailed placement	7.839	5.884	381.0	10830
==> final cells by class <==
type | instances | area (µm²) | area share (%)
repair buffers | 143 | 1334 | 12.32
multi-input cells | 1249 | 8711 | 80.44
well taps | 319 | 399.1 | 3.686
inverters | 102 | 385.4 | 3.559
==> layer usage <==
layer | part of all wire (%) | track usage, %
met5 | 0 | 0
met4 | 4.5 | 15.13
met3 | 11 | 10.97
met2 | 44 | 60.32
met1 | 41 | 51.98
==> worst min-delay path, stage by stage <==
cell	delay (ns)
buf_4	0.25
o21ai_0	0.21
a21oi_1	0.06
clkdlybuf4s50_1	0.41
==> where the power goes <==
part | switching (µW) | internal, µW | leakage (µW)
clock network | 0 | 0 | 0
registers | 0 | 0 | 0
logic | 241 | 152 | 0.00430
No activity file was given, so power comes from the tool's default toggle rates.
