`flow/config.mk`:
```
export PLATFORM = sky130hd
export DESIGN_NAME = register
export DESIGN_NICKNAME = register
export VERILOG_FILES = /design/flow/design.v
export SDC_FILE = /design/flow/constraint.sdc
export NUM_CORES = 4
export LEC_CHECK = 1
export CORE_UTILIZATION = 30
```
`flow/constraint.sdc`:
```
current_design register

set clk_period 12.0
set clk_io_pct 0.2

create_clock -name clk0 -period $clk_period [get_ports {CLK}]

set non_clock_inputs [all_inputs -no_clocks]
set_input_delay [expr $clk_period * $clk_io_pct] -clock clk0 $non_clock_inputs
set_output_delay [expr $clk_period * $clk_io_pct] -clock clk0 [all_outputs]
```
`flow/design.v`:
```
module register(CLK, RegW, DR, SR1, SR2, Reg_In, ReadReg1, ReadReg2);
  input CLK;
  input RegW;
  input [4:0] DR;
  input [4:0] SR1;
  input [4:0] SR2;
  input [31:0] Reg_In;
  output [31:0] ReadReg1;
  output [31:0] ReadReg2;
  reg [31:0] REG [0:31];
  integer j;
  initial begin
    for (j = 1 ; j < 32 ; j = j + 1) begin
      REG[j] = j;  
    end
  end
  always @(posedge CLK) begin
    if(RegW == 1'b1 && DR != 5'b00000) REG[DR] <= Reg_In[31:0];
    REG[0] <= 0;  
  end
  assign ReadReg1 = (SR1 == 5'd0) ? 32'b0 : REG[SR1];
  assign ReadReg2 = (SR2 == 5'd0) ? 32'b0 : REG[SR2];
endmodule
```
`flow/run.sh`:
```
#!/bin/bash
# OpenROAD 26Q1-2900-gdf79404cd8, Yosys 0.63+post, stock flow scripts
make -C /OpenROAD-flow-scripts/flow DESIGN_CONFIG=/design/flow/config.mk WORK_HOME=/design/flow/orfs finish
```
==> results.toml <==
# synthesis and place-and-route metrics
[final_timing]
finalMaxSlewViolations = 0
rsz0062_at_grt = "no"
fmax_mhz = 118
finalClockPeriodUsage_pct = 70.9
worstMarginPinSlew_ns = 1.14
relSlewSlack_pct = 23.9
period_minus_slack_ns = 8.51
setup_tns_ns = 0
setup_viol = 0
hold_viol = 0

[clocking]
cts_resized = 0
ctsHoldBuffers = 0
cts.sinks = 992
cts_buffer_depth = 3
cts_tree = "yes"
cts_buffers = 104
post-cts-setup-buffers = 0
clk_pin_slew_ns = 0.06
cts_root_buf = "clkbuf_16"
htree_levels = 3

[layout]
final_cell_mix = "edfxtp_1 (992), mux4_2 (403), nand2_1 (200)"
top_register = "REG"
final_common_cell = "edfxtp_1"
post_route_cells_drive_above_1_share_pct = 28.1
largestRegisters = "REG: 992 flops"
area_growth_pct = 15.4
fin_cells = 4872
largest_reg_flops = 992
n_fill_cell = 14400

[synthesis]
yosysCellCount = 2612
netlist_area_sq_um = 46700
synthesis.instances = 2612
yosysChipArea_sq_um = 46700
syn_area_per_cell_sq_um = 17.9
yosysSeqAreaShare_pct = 63.8
synth.distinct_cells = 44
numSynthFlops = 992
synth_warnings = 1

[die]
fp_util_pct = 30.3
dieArea_sq_um = 157000
rows = 144
core_area_sq_um = 154000
die_x_um = 396
io_pins = 113
die_h_um = 396

[critical_path]
worst_setup_path_start_kind = "input port"
cp.arrival_ns = 6.11
crit_fanout = 45
critPathKind = "in2out"
end_kind = "primary output"
worstPathRequired_ns = 9.60

[grt]
grt_max_degree = 78
grt_pass1_wl_um = 211000
first_global_vias = 29500
grt_usage_pct = 20.1
overflow = 0
antenna_found_initial = 9

[job]
log.warning_count = 25
drv_cap = 0

[drt]
firstDrtPassIters = 24
routed_wl_um = 147000
drtIter0Drc = 1748
vias = 26900
drc_errors = 0
avgViaCountPerCell = 5.51
routedWlPerCell_um = 30.2
ant_nets = 0

[place]
routabilityCongestion = 0.873
post-dp-hpwl_um = 84600
dp_cells = 4679
io_buffer_count = 112

[power]
irDropWorstVdd_uv = 111
powerDensity_nw_per_um2 = 147
power_leakage_nw = 17.0

[run_status]
outcome = "complete, no violations"

[hold_path]
min_path_type = "in2reg"
layer usage:
layer  vias to the layer above  track usage [%]  part of all wire (%)
met4                        22             5.08                   3.2
li1                      11100                -                     -
met2                      1929             30.3                    47
met3                       298             16.1                    18
met5                         -            0.985                  0.17
met1                     13500             22.0                    32
stage by stage:
| stage | instance area [sq um] | util [%] | hold WS, ns | power, mW | setup WS, ns |
|---|---|---|---|---|---|
| global placement | 50300 | 32.6 | 3.22 | 4.66 | 3.44 |
| CTS | 53900 | 34.9 | 2.50 | 7.99 | 3.42 |
| global route | 53900 | 34.9 | 2.54 | 8.17 | 3.23 |
| finish | 53900 | 34.9 | 2.53 | 7.94 | 3.49 |
| floorplan | 46700 | - | 2.50 | 4.35 | 5.83 |
| detailed placement | 50300 | 32.6 | 3.23 | 4.66 | 3.45 |
cell usage after synthesis:
cell type    n  area share [%]
a22oi_1     41            0.66
nor3_4       1           0.035
a221oi_1    31            0.58
nor2_1      89            0.72
clkinv_1     1          0.0080
and3_1       1           0.013
o221ai_1    16            0.30
and2_1       1           0.013
o211ai_1    40            0.64
buf_8        1           0.032
nor2_2       1           0.013
and2_0       1           0.013
nand2_1    201             1.6
mux4_2     403              19
nor3_2       1           0.021
buf_2       73            0.78
nor2_4       1           0.024
edfxtp_1   992              64
buf_1       13            0.10
nand2b_1     3           0.040
a21oi_1    126             1.4
nand3b_1     6           0.096
clkbuf_1    62            0.50
mux2_4       4            0.13
nand3_1     37            0.40
mux2i_1    158             3.4
a2bb2oi_1    1           0.019
or3b_2       2           0.038
or3_1        1           0.013
nor3_1      39            0.42
o2bb2ai_1    1           0.019
a31oi_1      9            0.12
mux2_1      21            0.51
o21ai_1     54            0.58
nor2b_1     53            0.71
buf_6       37            0.89
buf_4       24            0.39
mux2_2      45             1.1
a311oi_1     9            0.17
and2b_1      1           0.016
a22o_1       1           0.019
o21ai_0      2           0.021
a32oi_1      1           0.019
a221oi_2     7            0.23
where the power goes:
group          switching, mW  internal [mW]  leakage, nW
clock                   1.35           2.01         1.73
sequential            0.0165           3.86         8.94
combinational          0.413          0.296         6.32
total                   1.78           6.16         17.0
worst paths after layout:
check / from / end / slack, ns / cells past startpoint
worst max-delay path: SR2[1] / ReadReg2[22] / 3.49 / 7
worst min-delay path: Reg_In[25] / REG[21][25] / 2.53 / 2
logic make-up after synthesis:
logic type             after synthesis  share of synthesized area (%)
AND-OR/OR-AND                      339                           4.73
buffers and inverters              211                           2.70
AND/OR/NAND/NOR                    439                           4.20
multiplexers                       631                           24.6
flip-flops                         992                           63.8
critical path, stage by stage:
cell	delay, ns
buf_8	0.35
buf_4	0.66
buf_4	0.64
and2_1	0.59
a22oi_1	0.18
a31oi_1	0.55
clkdlybuf4s50_1	0.58
area by class of cell:
| cell class | count | area, sq um | share of cell area (%) |
|---|---|---|---|
| diodes | 2 | 5.00 | 0.00929 |
| clock buffers | 120 | 2730 | 5.06 |
| clock inverters | 71 | 810 | 1.50 |
| inverters | 1 | 6.26 | 0.0116 |
| multi-input cells | 1409 | 15900 | 29.5 |
| flip-flops and latches | 992 | 29800 | 55.3 |
| well taps | 2044 | 2560 | 4.75 |
| repair buffers | 233 | 2070 | 3.85 |
Power is estimated from default activity; no workload was simulated.
